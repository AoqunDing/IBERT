==> /design/flow/design.v <==
`timescale 1ps / 1ps
interface axi_stream_if #(
    parameter D_W = 32
);
logic signed [D_W-1:0] tdata;
logic                  tlast;
logic                  tvalid;
logic                  tready;
modport axi_in (
    input  tdata,
    input  tlast,
    input  tvalid,
    output tready
);
modport axi_out (
    input  tready,
    output tdata,
    output tlast,
    output tvalid
);
endinterface
`timescale 1ps / 1ps
package dims;
parameter integer P_MATRIXSIZE_W = 24;
typedef struct packed {
    logic [P_MATRIXSIZE_W-1:0] M1;
    logic [P_MATRIXSIZE_W-1:0] M2;
    logic [P_MATRIXSIZE_W-1:0] M3;
    logic [P_MATRIXSIZE_W-1:0] M1xM3dN1;
    logic [P_MATRIXSIZE_W-1:0] M1dN1;
    logic [P_MATRIXSIZE_W-1:0] M3dN2;
    logic [P_MATRIXSIZE_W-1:0] M1xM3dN1xN2;
    logic [P_MATRIXSIZE_W-1:0] M1xM2;
    logic [P_MATRIXSIZE_W-1:0] M1xM3;
    logic [P_MATRIXSIZE_W-1:0] M1xM1dN1;
    logic [P_MATRIXSIZE_W-1:0] M1dN2;
    logic [P_MATRIXSIZE_W-1:0] M1xM1dN1xN1;
    logic [P_MATRIXSIZE_W-1:0] BLOCKS;
    logic [P_MATRIXSIZE_W-1:0] BLOCK_WIDTH;
    logic [P_MATRIXSIZE_W-1:0] BLOCK_WIDTHdN2;
    logic [P_MATRIXSIZE_W-1:0] BLOCK_SIZEdN2;
    logic [P_MATRIXSIZE_W-1:0] M1xBLOCK_WIDTHdN1xN2;
    logic [P_MATRIXSIZE_W-1:0] M1xBLOCK_WIDTHdN1;
    logic [P_MATRIXSIZE_W-1:0] BLOCKS_A;
    logic [P_MATRIXSIZE_W-1:0] BLOCK_WIDTH_A;
} dimensions;
endpackage
`timescale 1ps / 1ps
module mem
#(
    parameter WIDTH = 32,
    parameter DEPTH = 512
)
(
    input wire                     rst,
    input wire                     clkA,
    input wire                     clkB,
    input wire                     weA,
    input wire                     enA,
    input wire                     enB,
    input wire [$clog2(DEPTH)-1:0] addrA,
    input wire [$clog2(DEPTH)-1:0] addrB,
    input wire [WIDTH-1:0]         dinA,
    output reg [WIDTH-1:0]         doutB
);
(* ram_style = "block" *) reg [WIDTH-1:0] mem [0:DEPTH-1];
always @(posedge clkA) begin
    if (enA) begin
        if (weA) begin
            mem[addrA] <= dinA;
        end
    end
end
always @(posedge clkB) begin
    if (rst) begin
        doutB <= {WIDTH{1'b0}};
    end else if (enB) begin
        doutB <= mem[addrB];
    end
end
endmodule
==> /design/flow/run.sh <==
#!/bin/bash
# OpenROAD 26Q1-2900-gdf79404cd8, Yosys 0.63+post, stock flow scripts
make -C /OpenROAD-flow-scripts/flow DESIGN_CONFIG=/design/flow/config.mk WORK_HOME=/design/flow/orfs finish
==> /design/flow/config.mk <==
export PLATFORM = sky130hd
export DESIGN_NAME = mem
export DESIGN_NICKNAME = mem
export VERILOG_FILES = /design/flow/design.v
export SDC_FILE = /design/flow/constraint.sdc
export NUM_CORES = 4
export LEC_CHECK = 1
export CORE_UTILIZATION = 40
export SYNTH_MEMORY_MAX_BITS = 65536
==> /design/flow/constraint.sdc <==
current_design mem

set clk_period 5.8
set clk_io_pct 0.2

create_clock -name clk0 -period $clk_period [get_ports {clkA}]
create_clock -name clk1 -period $clk_period [get_ports {clkB}]

set non_clock_inputs [all_inputs -no_clocks]
set_input_delay [expr $clk_period * $clk_io_pct] -clock clk0 $non_clock_inputs
set_output_delay [expr $clk_period * $clk_io_pct] -clock clk0 [all_outputs]
==> results_dict.tcl <==
# place-and-route summary
set metrics [dict create \
    crit_fanout 35 \
    fp-utilization 0.4010 \
    top_area_cell "edfxtp_1" \
    gp_congestion 0.9506 \
    worst_slew_pin_slew_ns 1.728 \
    powerDensity_nw_per_um2 342.6 \
    drt-initial-drc-count 21890 \
    ios 88 \
    leakage_nw 226.3 \
    track_usage 0.2817 \
    grt.overflow.total 0 \
    edf_count 16380 \
    first_pass_iters 6 \
    min-delay-start "dinA[28]" \
    fp.coreArea_um2 1568000 \
    num-fill-cells 124700 \
    maxCapViolations 9 \
    syn_inst 27560 \
    min_path_cells 1 \
    hold_violations 0 \
    wl_per_cell_um 38.54 \
    post_cts_buffers 0 \
    cp-end-kind "register" \
    yosys_cells 27560 \
    crit_required_ns 6.09 \
    cts_sinks 16420 \
    hpwl_um 1248000 \
    grt_pass1_vias 339000 \
    slew-limit-headroom -0.1545 \
    syn2layout_area_growth_pct 15.62 \
    rr_startpoint "mem[121][18]$_DFFE_PP_" \
    ys_seq_share 0.7833 \
    syn_avg_cell_area_um2 22.82 \
    drive_above_1_share 0.2984 \
    finClkSkew_ns 0 \
    ys_ff 16420 \
    yosysTopAreaCellShare 0.7822 \
    placementRows 460 \
    syn_area_um2 629000 \
    final_util 0.4637 \
    antenna_left 0 \
    finalInstanceArea_um2 727200 \
    grt_first_pass_wirelength_um 2749000 \
    totalWireLength_um 2013000 \
    dieHeight_um 1256 \
    hold_class "in -> reg" \
    post_dp_cell_area_um2 674600 \
    drv_slew 44 \
    dp_slack_ns -0.8619 \
    fin_total_pwr_mw 249.1 \
    warnings 118 \
    crit_arrival_ns 6.32 \
    ys_chip_area_um2 629000 \
    grt_max_degree 128 \
    area_leaders "edfxtp_1, mux4_2, mux2i_1" \
    r2r_end "doutB[18]$_SDFFE_PP0P_" \
    status "finished, violations left" \
    async_flop_share 0 \
    timing.hold.ws_ns 0.1961 \
    setup.worst_path.class "in -> reg" \
    violations "capacitance limit, slew limit, setup timing" \
    yosysWarnings 1 \
    reg2reg_depth 7 \
    synthFlopType "edfxtp_1" \
    tns_ns -0.2910 \
    final_cells 52240 \
    port_buffers 86 \
    rrSetupSlack_ns 0.79 \
    vias 308700 \
    crit_path_start_kind "primary input" \
    yosysUniqueCellTypes 76 \
    dp.cells 49050 \
    finalSetupViolations 3 \
    clk_pin_slew_worst_paths_ns 0.07 \
    die_x_um 1256 \
    cts_tree "done" \
    max-vdd-ir-drop_uv 297.5 \
    dieArea_um2 1577000 \
    vias_per_cell 5.908 \
    hold-path-endpoint "mem[327][28]$_DFFE_PP_" \
    drc 0 \
    antenna_found_initial 186 \
    fin_ws_ns -0.2263 \
]
-- power breakdown --
part	total [mW]	switching [mW]	internal, mW
Sequential	131	0.195	131
Combinational	14.5	9.88	4.58
Clock	104	44.4	59.5
-- cells in the mapped netlist (33+ instances only) --
master / n
mux2i_1: 1026
nor2_1: 835
buf_4: 240
a22oi_1: 210
buf_6: 244
nand2_1: 978
clkbuf_1: 555
a2111oi_0: 47
a31oi_1: 166
nor2b_1: 41
a21oi_1: 272
and2_1: 38
o221ai_1: 226
nor4_1: 36
and3_1: 93
buf_2: 392
a221oi_1: 112
buf_8: 33
o211ai_1: 43
a32oi_1: 55
o22ai_1: 318
mux4_2: 4057
nor3_1: 77
edfxtp_1: 16380
buf_1: 118
a211oi_1: 85
nand3_1: 208
o21ai_0: 241
-- cell families after synthesis --
group / after synthesis / synth area share
flip-flops: 16420 / 0.7833
multiplexers: 5104 / 0.1621
AND/OR/NAND/NOR: 2401 / 0.01617
AND-OR/OR-AND: 2025 / 0.02252
buffers and inverters: 1612 / 0.01590
-- sequential cells by signal (all words and copies together) (netlist names) --
signal and cells:
doutB 32, mem 16384
-- worst max path at each step --
stage | cells past startpoint | endpoint | startpoint | slack [ns]
CTS | 14 | doutB[8]$_SDFFE_PP0P_ | addrB[0] | 0.06
global route | 10 | doutB[29]$_SDFFE_PP0P_ | addrB[0] | -0.11
finish | 10 | doutB[18]$_SDFFE_PP0P_ | addrB[2] | -0.23
-- what timing repair did --
item	in CTS	in global routing
pin swaps	0	0
gates resized	3	7
endpoints found under the setup margin	3	6
hold buffers	0	0
-- worst max-delay path: stages --
cell and delay [ns]:
buf_16 0.21, buf_12 0.32, nand2_2 0.42, buf_4 0.53, o22ai_1 0.21, o21ai_0 1.20, nand4_1 1.04, nand3_1 0.61
buf_4 0.24, a311o_1 0.16
-- final cells by class --
| cell class | count | area [um2] | share of cell area |
|---|---|---|---|
| clock inverter | 914 | 7645 | 0.01051 |
| sequential | 16420 | 492600 | 0.6774 |
| multi-input combinational | 9530 | 131500 | 0.1809 |
| inverter | 8 | 67.56 | 0.00009291 |
| timing repair buffer | 2307 | 24480 | 0.03366 |
| clock buffer | 2059 | 44310 | 0.06094 |
| tap | 20790 | 26010 | 0.03577 |
| antenna | 217 | 543.0 | 0.0007467 |
-- metal layers --
layer  vias up  global-route usage  share of wire
met3      4122              0.2974           0.24
met1    154700              0.2657           0.26
met2     26580              0.3751           0.43
met4       307              0.1212          0.058
li1     122900                   -              -
met5         -             0.09778         0.0092
-- cell usage in the layout, fill, tap and decap left out, types with 297 or more instances in the layout --
master	instances
buf_4	1676
buf_12	534
edfxtp_1	16380
nor2_1	297
clkbuf_1	339
nor2_4	525
clkinv_1	408
nand2_1	921
clkbuf_16	1720
o22ai_1	315
mux4_2	4057
mux2i_1	1026
clkinv_2	297
Power is estimated from default activity; no workload was simulated.
