==> flow/design.v <==
`timescale 1ps / 1ps
interface axi_stream_if #(
    parameter D_W = 32
);
logic signed [D_W-1:0] tdata;
logic                  tlast;
logic                  tvalid;
logic                  tready;
modport axi_in (
    input  tdata,
    input  tlast,
    input  tvalid,
    output tready
);
modport axi_out (
    input  tready,
    output tdata,
    output tlast,
    output tvalid
);
endinterface
`timescale 1ps / 1ps
package dims;
parameter integer P_MATRIXSIZE_W = 24;
typedef struct packed {
    logic [P_MATRIXSIZE_W-1:0] M1;
    logic [P_MATRIXSIZE_W-1:0] M2;
    logic [P_MATRIXSIZE_W-1:0] M3;
    logic [P_MATRIXSIZE_W-1:0] M1xM3dN1;
    logic [P_MATRIXSIZE_W-1:0] M1dN1;
    logic [P_MATRIXSIZE_W-1:0] M3dN2;
    logic [P_MATRIXSIZE_W-1:0] M1xM3dN1xN2;
    logic [P_MATRIXSIZE_W-1:0] M1xM2;
    logic [P_MATRIXSIZE_W-1:0] M1xM3;
    logic [P_MATRIXSIZE_W-1:0] M1xM1dN1;
    logic [P_MATRIXSIZE_W-1:0] M1dN2;
    logic [P_MATRIXSIZE_W-1:0] M1xM1dN1xN1;
    logic [P_MATRIXSIZE_W-1:0] BLOCKS;
    logic [P_MATRIXSIZE_W-1:0] BLOCK_WIDTH;
    logic [P_MATRIXSIZE_W-1:0] BLOCK_WIDTHdN2;
    logic [P_MATRIXSIZE_W-1:0] BLOCK_SIZEdN2;
    logic [P_MATRIXSIZE_W-1:0] M1xBLOCK_WIDTHdN1xN2;
    logic [P_MATRIXSIZE_W-1:0] M1xBLOCK_WIDTHdN1;
    logic [P_MATRIXSIZE_W-1:0] BLOCKS_A;
    logic [P_MATRIXSIZE_W-1:0] BLOCK_WIDTH_A;
} dimensions;
endpackage
`timescale 1ps / 1ps
module sqrt
#(
    parameter integer D_W = 32
)
(
    input  wire                clk,
    input  wire                rst,
    input  wire                enable,
    input  wire                in_valid,
    input  wire [D_W-1:0]      qin,
    output wire                out_valid,
    output wire [(D_W>>1)-1:0] qout
);
localparam integer P = D_W >> 1;     
localparam integer W = D_W >> 1;     
integer p;
reg         [P-1:0]   in_v_r;
reg                   out_v_r;
reg         [W-1:0]   qout_r;
reg         [W-1:0]   root_r [P-1:0];
reg         [D_W+1:0] acc_r  [P-1:0];
reg         [D_W-1:0] x_r    [P-1:0];
reg  signed [D_W+1:0] test   [P-1:0];
assign out_valid = out_v_r;
assign qout      = qout_r;
always @(*) begin
    for (p = 0; p < P; p = p + 1) begin
        test[p] = acc_r[p] - {root_r[p], 2'b01};
    end
end
always @(posedge clk) begin
    if (rst) begin
        for (p = 0; p < P; p = p + 1) begin
            in_v_r[p] <= 0;
            acc_r[p]  <= 0;
            x_r[p]    <= 0;
            root_r[p] <= 0;
        end
        out_v_r <= 0;
        qout_r  <= 0;
    end else if (enable) begin
        in_v_r[0]          <= in_valid;
        {acc_r[0], x_r[0]} <= {{D_W{1'b0}}, qin, 2'b00};
        root_r[0]          <= 0;
        for (p = 1; p < P; p = p + 1) begin
            in_v_r[p]         <= in_v_r[p-1];
            acc_r[p][D_W+1:2] <= test[p-1][D_W+1] ? acc_r[p-1][D_W-1:0] : test[p-1][D_W-1:0];
            acc_r[p][1:0]     <= x_r[p-1][D_W-1:D_W-2];
            x_r[p]            <= x_r[p-1] << 2;
            root_r[p]         <= {root_r[p-1][W-2:0], ~test[p-1][D_W+1]};
        end
        out_v_r <= in_v_r[P-1];
        qout_r  <= {root_r[P-1][W-2:0], ~test[P-1][D_W+1]};
    end
end
endmodule
==> flow/run.sh <==
#!/bin/bash
# OpenROAD 26Q1-2900-gdf79404cd8, Yosys 0.63+post, stock flow scripts
make -C /OpenROAD-flow-scripts/flow DESIGN_CONFIG=/design/flow/config.mk WORK_HOME=/design/flow/orfs finish
==> flow/config.mk <==
export PLATFORM = sky130hd
export DESIGN_NAME = sqrt
export DESIGN_NICKNAME = sqrt
export VERILOG_FILES = /design/flow/design.v
export SDC_FILE = /design/flow/constraint.sdc
export NUM_CORES = 4
export LEC_CHECK = 1
export CORE_UTILIZATION = 30
==> flow/constraint.sdc <==
current_design sqrt

set clk_period 10.2
set clk_io_pct 0.2

create_clock -name clk0 -period $clk_period [get_ports {clk}]

set non_clock_inputs [all_inputs -no_clocks]
set_input_delay [expr $clk_period * $clk_io_pct] -clock clk0 $non_clock_inputs
set_output_delay [expr $clk_period * $clk_io_pct] -clock clk0 [all_outputs]
==> qor.csv <==
stage,metric,value,unit
floorplan,FP Util,0.3022,
sta,RSZ-0062 raised after global routing,no,
sta,Worst slew margin,0.4313,
synth,number of flops mapped to enable cells by yosys,0,
sta,setup tns final,0,ps
clock_network,"CTS clk-pin slew, worst paths",60,ps
synth,ys cells,4771,
critical_path,crit path DRT,10730,ps
routing,detailed-route wire length,85.59,mm
clock_network,Setup Buffers After CTS,0,
power_and_ir_drop,Sw Pwr,2.599,mW
routing,wire length per cell,13.06,um
layout,Flop area,16980,sq um
sta,Slew @ Worst Pin,841.5,ps
power_and_ir_drop,Flop pwr share,0.418,
synth,Post-Synthesis Cells,4771,
clock_network,clock sinks,848,
worst_hold_path,min-delay worst type,reg -> reg,
power_and_ir_drop,pwr dens,190.9,nW/um^2
grt,gr usage total,0.1232,
synth,Post-Syn Area,41490,sq um
sta,setup violators final,0,
clock_network,Root Buffer,clkbuf_16,
routing,number of vias per cell,4.747,
layout,dominant logic cell type in the layout,nor2_1,
clock_network,H-tree levels,3,
routing,DR iter-0 viols,1587,
power_and_ir_drop,P_leak,18.27,nW
sta,final hold vios,0,
critical_path,CP Max Fanout,94,
critical_path,CP endpoint kind,flip-flop,
sta,final hold slack,455.2,ps
power_and_ir_drop,Net Sw Frac,0.2917,
layout,share of cells above drive strength 1,0.05003,
floorplan,# rows,136,
layout,area grow syn2layout,12.46,%
sta,fin crit share,0.4441,
grt,number of global-route vias before repair,28481,
status,outcome,"finished, final reports clean",
routing,via count,31100,
synth,"FFs w/ async S/R, synth",0,
power_and_ir_drop,Power Total,8.908,mW
routing,DRT Pass-1 Iters,5,
placed_design,Setup WS pre-CTS,5008,ps
job,OpenROAD warnings,29,
layout,fill cell count,13724,
placed_design,DP Area,43670,sq um
synth,YS chip area,41490,sq um
job,max cap viols,0,
layout,logic area,22840,sq um
grt,pin count of the biggest net entering global routing,169,
worst_hold_path,worst hold path endpoint,acc_r[14][32],
sta,post-route setup slack,5670,ps
clock_network,CTS hold repair buffers,0,
power_and_ir_drop,clock share of power,0.371,
grt,first-pass GRT wire length,144.7,mm
placed_design,routability cong.,0.8830,
critical_path,R2R Path Start,acc_r[13][23],
sta,clk_skew,29.42,ps
clock_network,cts repair resizes,0,
critical_path,worst path arrival time,5060,ps
placed_design,DP HPWL,57.48,mm
power_and_ir_drop,Comb pwr share,0.211,
floorplan,chip height,373.9,um
routing,Post-DRT Antenna Nets,0,
synth,Unique masters post-synth,86,
worst_hold_path,min-delay src,acc_r[14][32],
power_and_ir_drop,Int Pwr,6.309,mW
floorplan,Die Width,373.9,um
synth,Most common reg cell,dfxtp_1,
sta,Fmax achieved,220.8,MHz
synth,top area contributor share,0.4091,
clock_network,CTS tree,done,
critical_path,Worst R2R End,acc_r[14][29],
floorplan,Core ar.,137300,sq um
synth,top cell type by total area after synthesis,dfxtp_1,
sta,final worst path period need,4530,ps
sta,"Slew Viols, Final",0,
critical_path,R2R cell count,9,
placed_design,IO Port Bufs,52,
routing,DR DRC count,0,
clock_network,Worst-Skew Late Latency,670,ps
grt,initial antenna violation count,0,
critical_path,startpoint type of the worst setup path,input pin,
synth,Syn Area/Cell,8.697,sq um
layout,most instantiated logic cells after routing,"nor2_1, dfxtp_1, mux2i_1, nand2_1, a211oi_1",
critical_path,flop-to-flop setup slack,6190,ps
power_and_ir_drop,Peak supply drop,0.1243,mV
clock_network,Num CTS Buffers,85,
clock_network,deepest clock path buffer count,3,
grt,total gr overflow,0,
layout,post-route cell area,46660,sq um
synth,register bit count reported by yosys,848,
routing,antenna cell count,0,
floorplan,Die ar.,139800,sq um
critical_path,Setup CP Type,in -> reg,
synth,Ys Warns,5,
worst_hold_path,hold depth,2,
synth,"Seq share, synth",0.4091,
floorplan,IO Pins,53,
synth,"top cells, area","dfxtp_1, mux2i_1, nor2_1",
==> cells by family (layout without fill, tap and decap cells) <==
kind of cell	Yosys count	count (layout)	share of synthesized area
adders and majority gates	135	135	0.04071
buffers and inverters	452	438	0.04146
and+or+nand+nor	1748	1748	0.1932
AOI/OAI and AO/OA	764	764	0.1262
muxes	484	484	0.1168
xor gates and xnor gates	340	340	0.07258
DFF	848	848	0.4091
==> metrics by stage <==
stage / std cells / util
detailed placement: 6396 / 0.3180
global placement: 6396 / 0.3180
global route: 6551 / 0.3398
finish: 6551 / 0.3398
CTS: 6551 / 0.3398
floorplan: 4771 / -
==> area by class of cell <==
class,instances,share of cell area
multi-input cells,3471,0.4894
flip-flops and latches,848,0.3638
clock buffers,124,0.05371
well taps,1794,0.04810
repair buffers,102,0.01995
inverters,181,0.01456
clock inverters,31,0.01046
==> power groups by stage <==
stage / Combinational (mW) / Sequential [mW] / Clock (mW)
5_1_grt: 2.12 / 3.75 / 3.54
6_report: 1.88 / 3.72 / 3.30
4_1_cts: 1.89 / 3.72 / 3.40
==> state kept, by name (all words and copies together) (netlist names) <==
register,count
out_v_r,1
qout_r,16
acc_r,455
in_v_r,16
root_r,120
x_r,240
==> worst max-delay path: stages <==
cell and delay, ps:
buf_8 440, buf_4 640, buf_4 690, buf_4 720, mux2i_1 280, nor2_1 50
==> routing by layer <==
metal | up-vias | wire length [um] | global-route usage
met1 | 13995 | 44260 | 0.1910
li1 | 16621 | - | -
met2 | 357 | 36820 | 0.1851
met3 | 127 | 2744 | 0.01773
met5 | - | 0 | 0
met4 | 0 | 1770 | 0.02461
==> synthesized netlist by cell type (11+ instances only) <==
master and n:
xor2_1 146, and3_1 16, a21oi_1 127, or2_2 20, xnor2_1 191, dfxtp_1 848, or4_1 34, nor3_1 108
clkbuf_1 219, nand3b_1 15, nor3b_1 11, nor2_1 906, o21ai_0 139, a211oi_1 269, a311oi_1 42, nand4_1 39
mux2i_1 483, or3_1 65, and2_1 13, a21o_1 27, nand4b_1 14, nor2b_1 40, nand2_1 275, o21a_1 31
o211ai_1 17, nand2b_1 37, nand3_1 57, inv_1 181, ha_1 135, nor4_1 65, buf_1 40
==> how the worst max path moves through the flow <==
stage	cells past startpoint	start	slack (ps)	endpoint
after CTS	6	enable	5730	x_r[0][13]
final	6	enable	5670	x_r[0][13]
after global routing	6	enable	5480	x_r[6][28]
Power and IR drop assume default switching activity.
