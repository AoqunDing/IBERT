==> design/flow/design.v <==
`timescale 1ps / 1ps
interface axi_stream_if #(
    parameter D_W = 32
);
logic signed [D_W-1:0] tdata;
logic                  tlast;
logic                  tvalid;
logic                  tready;
modport axi_in (
    input  tdata,
    input  tlast,
    input  tvalid,
    output tready
);
modport axi_out (
    input  tready,
    output tdata,
    output tlast,
    output tvalid
);
endinterface
`timescale 1ps / 1ps
package dims;
parameter integer P_MATRIXSIZE_W = 24;
typedef struct packed {
    logic [P_MATRIXSIZE_W-1:0] M1;
    logic [P_MATRIXSIZE_W-1:0] M2;
    logic [P_MATRIXSIZE_W-1:0] M3;
    logic [P_MATRIXSIZE_W-1:0] M1xM3dN1;
    logic [P_MATRIXSIZE_W-1:0] M1dN1;
    logic [P_MATRIXSIZE_W-1:0] M3dN2;
    logic [P_MATRIXSIZE_W-1:0] M1xM3dN1xN2;
    logic [P_MATRIXSIZE_W-1:0] M1xM2;
    logic [P_MATRIXSIZE_W-1:0] M1xM3;
    logic [P_MATRIXSIZE_W-1:0] M1xM1dN1;
    logic [P_MATRIXSIZE_W-1:0] M1dN2;
    logic [P_MATRIXSIZE_W-1:0] M1xM1dN1xN1;
    logic [P_MATRIXSIZE_W-1:0] BLOCKS;
    logic [P_MATRIXSIZE_W-1:0] BLOCK_WIDTH;
    logic [P_MATRIXSIZE_W-1:0] BLOCK_WIDTHdN2;
    logic [P_MATRIXSIZE_W-1:0] BLOCK_SIZEdN2;
    logic [P_MATRIXSIZE_W-1:0] M1xBLOCK_WIDTHdN1xN2;
    logic [P_MATRIXSIZE_W-1:0] M1xBLOCK_WIDTHdN1;
    logic [P_MATRIXSIZE_W-1:0] BLOCKS_A;
    logic [P_MATRIXSIZE_W-1:0] BLOCK_WIDTH_A;
} dimensions;
endpackage
`timescale 1ps / 1ps
module fifo
#(
    parameter integer D_W = 32,
    parameter integer DEPTH = 8
)
(
    input  logic clk,
    input  logic rst,
    input  logic write,
    input  logic read,
    input  logic signed [D_W-1:0] data_in,
    output logic signed [D_W-1:0] data_out,
    output wire                  full,
    output wire                  empty
);
reg [$clog2(DEPTH)-1:0] rdaddr;
reg [$clog2(DEPTH)-1:0] wraddr;
reg [$clog2(DEPTH)-1:0] occup;
reg [DEPTH-1:0] [D_W-1:0]           mem ;
assign full = occup == (DEPTH-1) ? 1 : 0;
assign empty = occup == 0 ? 1 : 0;
always @(posedge clk) begin
    data_out <= read? mem[rdaddr] : '0;
    if (write)
        mem[wraddr] <= data_in;
end
always @(posedge clk) begin
    if (rst) begin
        rdaddr <= 0;
        wraddr <= 0;
        occup  <= 0;
    end else begin
        if (write & !read) begin
            wraddr <= (wraddr == DEPTH-1)? 0 :wraddr + 1;
        end else if (read & !write) begin
            rdaddr <= (rdaddr == DEPTH-1)? 0 : rdaddr + 1;
        end else if (write & read) begin
            wraddr <= (wraddr == DEPTH-1)? 0 :wraddr + 1;
            rdaddr <= (rdaddr == DEPTH-1)? 0 : rdaddr + 1;
        end
        if (read && !write) begin
            occup <= occup - 1;
        end
        else if (!read && write) begin
            occup <= occup + 1;
        end
    end
end
endmodule
==> design/flow/run.sh <==
#!/bin/bash
# OpenROAD 26Q1-2900-gdf79404cd8, Yosys 0.63+post, stock flow scripts
make -C /OpenROAD-flow-scripts/flow DESIGN_CONFIG=/design/flow/config.mk WORK_HOME=/design/flow/orfs finish
==> design/flow/config.mk <==
export PLATFORM = sky130hd
export DESIGN_NAME = fifo
export DESIGN_NICKNAME = fifo
export VERILOG_FILES = /design/flow/design.v
export SDC_FILE = /design/flow/constraint.sdc
export NUM_CORES = 4
export LEC_CHECK = 1
export CORE_UTILIZATION = 30
==> design/flow/constraint.sdc <==
current_design fifo

set clk_period 7.5
set clk_io_pct 0.2

create_clock -name clk0 -period $clk_period [get_ports {clk}]

set non_clock_inputs [all_inputs -no_clocks]
set_input_delay [expr $clk_period * $clk_io_pct] -clock clk0 $non_clock_inputs
set_output_delay [expr $clk_period * $clk_io_pct] -clock clk0 [all_outputs]
==> Slide: Implementation Results <==
Run Summary

Routing
  – Via density: 5.42
  – 1st-pass router iterations: 4
  – Avg WL per Cell: approximately 23 um
  – Final wirelength: 37900 um
  – Number of diodes: 0
  – DRC viols: 0
  – Antenna-violating nets left: 0
  – DR iter-0 viols: 615
  – Routed via count: roughly 8.8k

Logic synthesis
  – Post-synth top area cell: edfxtp_1
  – Synth warn: 1
  – Area figure in the yosys stat output: between 10000 and 15000 um2
  – Post-synth seq share: 0.603
  – Cell Area, Synth: 14100 um2
  – Post-Synthesis Cells: around 930
  – Synth area leaders: edfxtp_1 (54%), mux4_2 (10%), a22o_1 (7.8%)
  – Yosys Instances: 933
  – Synthesized flop and latch total: 297
  – Distinct cell type count after synthesis: 37
  – Mapped Avg Cell Area: between 15 and 20 um2
  – Synth top area share: 0.545

Final timing
  – Max_slew headroom: 0.398
  – Fin crit share: 0.471
  – Worst slew pin tran: 0.901 ns
  – Fin crit period: 3.53 ns
  – Unrepaired setup endpoints after global routing: no
  – Final setup TNS: 0 ns
  – Slew Viols, Final: 0
  – Final tally of setup violations: 0
  – Peak Freq: 283 MHz
  – Clock skew: ~0.016 ns
  – Final Hold Viols: 0

Clock tree
  – CTS tree: done
  – H-tree levels: 2
  – CTS clk-pin slew, worst paths: 0.06 ns
  – Worst-Skew Late Latency: 0.54 ns
  – Num CTS Buffers: 35
  – CTS Buffer Depth: 3
  – PostCTS Resize Cnt: 0
  – Setup Buffers After CTS: 0
  – CTS Hold Bufs: 0
  – Clock Sinks: 297
  – CTS root buffer: clkbuf_16

Final layout
  – Filler cells: approximately 4.3k
  – Most frequent logic cell in the layout: edfxtp_1
  – MI comb area: 5150 um2
  – Final design utilization: 0.354
  – Layout area overhead: 16.4%
  – Reg area: 8510 um2
  – Layout cells sized above 1: 0.179
  – Top cells excl fill/tap: edfxtp_1 (256), a22o_1 (125), clkdlybuf4s50_1 (68)

Place
  – I/O Buffers: 69
  – Gpl congestion: roughly 0.80
  – HPWL after DPL: 20800 um

Power and ir drop
  – Pwr dens: ~260 nW/um2
  – Pleak: 5.69 nW
  – Worst vdd ir: between 0.0001 and 0.00015 V

Run
  – Log Warnings: 34
  – Max cap viols: 0

Floorplan
  – Site Rows: 79
  – Fp util: 0.304
  – Core area: 46500 um2
  – Die area: 47900 um2
  – Io pins: 70
  – Die W: approximately 220 um
  – Die height: 219 um

Worst setup path
  – Crit path launch type: register
  – Max FO, Critical Path: 19
  – CP Class: reg2reg
  – CP Capture Type: register
  – Worst EP required: between 7 and 8 ns
  – Worst EP arrival: 3.91 ns

Worst hold path
  – Hold Path Class: reg2reg

Global route
  – Antenna violations before repair: 0
  – First-pass GRT wire length: around 58000 um
  – Vias in the first global route: 9535
  – Tot GR Track Use: 0.172
  – Pin count of the biggest net entering global routing: 139
  – GRT overflow: 0

Run status
  – Outcome: completed
[stage by stage]
step                cell area (um2)  hold slack (ns)  worst slack, ns  cells  power, mW
floorplan                     14100            0.467             4.71    933       2.45
global placement              15400            0.490             4.01   1557       2.68
detailed placement            15400            0.503             4.02   1557       2.69
CTS                           16400            0.512             4.01   1620       4.30
global route                  16400            0.564             3.74   1620       4.43
finish                        16400            0.507             3.97   1620       4.24
[critical path, stage by stage, from the launching register on]
cell	delay, ns
dfxtp_1	0.70
inv_1	0.14
ha_1	0.25
ha_1	0.57
nor2b_1	0.29
nand3_1	0.69
buf_4	0.53
o21ai_0	0.21
[metal layers]
layer	global-route usage	part of all wire	up-vias
met4	0.0398	0.027	0
met5	0.00729	0	-
met2	0.255	0.47	489
li1	-	-	3862
met1	0.224	0.38	4367
met3	0.0972	0.12	70
[worst paths after layout]
check                           to  cells past startpoint                   start  slack (ns)
min          occup[2]$_SDFFE_PP0P_                      2   occup[2]$_SDFFE_PP0P_        0.51
max reg2reg      mem[46]$_DFFE_PP_                      7  wraddr[0]$_SDFFE_PP0P_        3.97
min reg2reg  occup[2]$_SDFFE_PP0P_                      2   occup[2]$_SDFFE_PP0P_        0.51
max              mem[46]$_DFFE_PP_                      7  wraddr[0]$_SDFFE_PP0P_        3.97
[flip-flops by register name, indices dropped and copies added (netlist names)]
signal and cells:
mem 256, data_out 32, occup 3, rdaddr 3, wraddr 3
[report_power, final]
group	internal (mW)	switching [mW]	total (mW)
Sequential	1.97	0.0746	2.04
Clock	0.920	0.674	1.59
Combinational	0.312	0.298	0.610
[Yosys cell counts]
cell type and count:
a21oi_1 5, a22o_1 125, a32o_1 1, and3_1 3, buf_1 2, buf_2 38
buf_6 12, clkbuf_1 27, dfxtp_1 41, edfxtp_1 256, fa_1 1, ha_1 14
inv_1 10, inv_2 1, mux2_2 31, mux2_4 1, mux2i_1 35, mux4_2 64
nand2_1 35, nand2b_1 33, nand3_1 7, nand3_2 1, nand3b_1 3, nand4_1 1
nor2_1 40, nor2b_1 34, nor3_1 1, nor3_2 1, nor3_4 1, o21ai_0 28
o21ai_1 5, o21ba_2 1, o21bai_1 2, o2bb2ai_1 66, o311ai_2 1, or3_1 4
xor2_1 2
[cells by family after synthesis]
logic type	count (synthesis)	synth area share
DFF	297	0.603
muxes	131	0.153
buffers and inverters	90	0.0337
and+or+nand+nor	164	0.0602
adders and majority gates	15	0.0138
AOI/OAI and AO/OA	234	0.136
xor gates and xnor gates	2	0.00124
[final cells by class]
| cell class | count | share of cell area |
|---|---|---|
| repair buffers | 96 | 0.0554 |
| multi-input cells | 546 | 0.314 |
| inverters | 11 | 0.00251 |
| clock buffers | 49 | 0.0603 |
| flip-flops and latches | 297 | 0.518 |
| well taps | 607 | 0.0462 |
| clock inverters | 14 | 0.00388 |
Power figures rest on the tool's default switching activity, not on a simulated workload.
